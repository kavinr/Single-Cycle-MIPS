==> ./run.sh <==
#!/bin/bash
# OpenROAD 26Q1-2900-gdf79404cd8, Yosys 0.63+post, stock flow scripts
make -C /OpenROAD-flow-scripts/flow DESIGN_CONFIG=/design/flow/config.mk WORK_HOME=/design/flow/orfs finish
==> ./config.mk <==
export PLATFORM = sky130hd
export DESIGN_NAME = alu
export DESIGN_NICKNAME = alu
export VERILOG_FILES = /design/flow/design.v
export SDC_FILE = /design/flow/constraint.sdc
export NUM_CORES = 4
export LEC_CHECK = 1
export CORE_UTILIZATION = 40
==> ./constraint.sdc <==
current_design alu

set clk_period 3.2
set clk_io_pct 0.2

create_clock -name clk0 -period $clk_period

set non_clock_inputs [all_inputs -no_clocks]
set_input_delay [expr $clk_period * $clk_io_pct] -clock clk0 $non_clock_inputs
set_output_delay [expr $clk_period * $clk_io_pct] -clock clk0 [all_outputs]
==> ./design.v <==
`timescale 1ns/100ps
module alu (
	input [31:0] r1,
	input [31:0] r2,
	input [3:0] control,
	output [31:0] result,
	output bcond
);
integer in1, in2, out;
reg bcond_w;
always @(*) 
	begin
		bcond_w = 1'b0;
		in1 = r1;
		in2 = r2;
		case(control)
			4'b0000: out = in1 + in2;  
			4'b0001: out = in1 & in2;  
			4'b0010: out = in1 | in2;  
			4'b0011: out = in1 << in2;  
			4'b0100: out = (in1 < in2) ? 1 : 0;  
			4'b0101: out = in1 >> in2;  
			4'b0110: out = in1 - in2;  
			4'b0111: out = in1 ^ in2;  
			4'b1000: begin  
						if (in1 == in2) bcond_w = 1'b1;
						else bcond_w = 1'b0;
					  end
			4'b1001: begin  
						if (in1 != in2) bcond_w = 1'b1;
						else bcond_w = 1'b0;
					  end
			default: out = 0;
		endcase
	end
	assign bcond = bcond_w;
	assign result = out;
endmodule
==> flow_metrics.env <==
# flow metrics
export IMPL_tns_ns=-0.0428
export IMPL_grt_overflow=0
export IMPL_warning_count=103
export IMPL_critPathMaxFanout=2
export IMPL_ys_ff=32
export IMPL_comb_area_sq_mm=0.00830
export IMPL_relSlewSlack=0.310
export IMPL_route_detailed_drc=0
export IMPL_grt_pass1_wl_mm=70.0
export IMPL_p_int_mw=0.745
export IMPL_core_area_sq_mm=0.0221
export IMPL_dieWidth_um=153
export IMPL_timing_final_crit_share=1.01
export IMPL_gp_congestion=1.08
export IMPL_largest_register_ffs=32
export IMPL_grt_pass1_vias=10900
export IMPL_timing_final_ws_setup_ns=-0.0428
export IMPL_wl_per_cell_um=27.3
export IMPL_crit_path_start_kind="primary input"
export IMPL_antenna_found_initial=2
export IMPL_boundaryPins=101
export IMPL_avgSynthCellArea_sq_um=7.13
export IMPL_rsz0062_at_grt="yes"
export IMPL_worstMarginPinSlew_ns=1.03
export IMPL_dp_hpwl_mm=37.4
export IMPL_dp_slack_ns=-0.811
export IMPL_syn_to_final_growth_pct=28.1
export IMPL_portBuffers=101
export IMPL_topCellsByArea="ha_1, mux4_2, mux2i_1"
export IMPL_worstSetupEndpointType="output pin"
export IMPL_unclocked_pins=32
export IMPL_drtIter0Drc=1305
export IMPL_regArea_sq_um=480
export IMPL_vias=11600
export IMPL_seq_power_share=0.017
export IMPL_netlist_instances=1282
export IMPL_final_design_area_no_fill_sq_mm=0.0117
export IMPL_finalMaxSlewViolations=0
export IMPL_fill_cells=2186
export IMPL_hp_start="control[2]"
export IMPL_edf_count=0
export IMPL_critical_path_class="primary input to output pin"
export IMPL_netlist_area_sq_mm=0.00914
export IMPL_cp_required_ns=2.56
export IMPL_swShare=0.584
export IMPL_total_power_mw=1.79
export IMPL_largest_area_cell="ha_1"
export IMPL_synth_chip_area_sq_mm=0.00914
export IMPL_yosys_warnings=1
export IMPL_drtPass1Iterations=6
export IMPL_clkPwrFrac=0
export IMPL_setup_violations=1
export IMPL_power_frac_comb=0.983
export IMPL_synth_cell_type_count=85
export IMPL_track_usage=0.407
export IMPL_min_to="bcond"
export IMPL_min_path_cells=4
export IMPL_avgViaCountPerCell=6.69
export IMPL_chipArea_sq_mm=0.0235
export IMPL_grt_max_degree=63
export IMPL_hp_class="primary input to output pin"
export IMPL_dpl_cell_area_sq_mm=0.0113
export IMPL_die_h_um=153
export IMPL_detail_route_antenna_nets=0
export IMPL_leakagePower_nw=4.95
export IMPL_ys_cells=1282
export IMPL_wl_mm=47.3
export IMPL_period_needed_ns=3.24
export IMPL_antenna_cells=0
export IMPL_p_switching_mw=1.05
export IMPL_flop_cell="dlxtn_1"
export IMPL_ir_drop_uv=79.8
export IMPL_violations="negative setup slack"
export IMPL_powerDensity_mw_per_mm2=153
export IMPL_fmax_ghz=0.308
export IMPL_synthArstFlopShare=0
export IMPL_arrival_ns=2.60
export IMPL_status="finished, violations left"
export IMPL_initial_utilization=0.414
export IMPL_max_cap_violations=0
export IMPL_synth_top_cell_area_share=0.138
export IMPL_final_layout_size_suffix_gt1_frac=0.205
export IMPL_cts_hold_buf=0
export IMPL_hold_viol=0
export IMPL_untimed_endpoints=64
export IMPL_hold_slack_ns=2.13
export IMPL_row_count=54
cells in the mapped netlist, types with 7 or more instances:
| cell type | n |
|---|---|
| a211o_1 | 9 |
| a211oi_1 | 25 |
| a21o_1 | 12 |
| a21oi_1 | 97 |
| a221o_1 | 12 |
| a221oi_1 | 18 |
| a22oi_1 | 13 |
| a31oi_1 | 20 |
| and2_1 | 8 |
| and3_1 | 10 |
| buf_1 | 13 |
| buf_2 | 10 |
| clkbuf_1 | 67 |
| dlxtn_1 | 32 |
| ha_1 | 101 |
| inv_1 | 93 |
| mux2_2 | 15 |
| mux2i_1 | 57 |
| mux4_2 | 31 |
| nand2_1 | 83 |
| nand2b_1 | 7 |
| nand3_1 | 32 |
| nand4_1 | 15 |
| nor2_1 | 143 |
| nor2b_1 | 9 |
| nor3_1 | 43 |
| nor3b_1 | 7 |
| nor4_1 | 17 |
| o211ai_1 | 25 |
| o21a_1 | 8 |
| o21ai_0 | 73 |
| o221ai_1 | 15 |
| o22ai_1 | 14 |
| o31ai_1 | 14 |
| o32ai_1 | 8 |
| or3_1 | 8 |
| xnor2_1 | 9 |
worst max-delay path by stage:
| stage | startpoint | endpoint | cells after the start |
|---|---|---|---|
| after CTS | r2[9] | bcond | 10 |
| after global routing | r1[10] | bcond | 10 |
| final | r1[20] | bcond | 10 |
through the flow:
stage / std cells / utilization
finish: 1732 / 0.530
global route: 1732 / 0.530
CTS: 1732 / 0.524
detailed placement: 1728 / 0.512
global placement: 1728 / 0.512
floorplan: 1282 / -
layout by cell type (no fill, tap or decap), drive strengths merged, types with 15 or more instances in the layout:
master	synthesis	layout
inv	95	95
ha	101	101
a221oi	18	18
mux4	37	37
a211oi	25	25
a31oi	20	20
o221ai	15	15
nand3	32	32
dlxtn	32	32
mux2i	57	57
o21ai	74	74
nand4	15	15
nor2	143	143
nor3	44	44
nand2	84	84
clkdlybuf4s50	0	70
mux2	15	15
a21oi	97	97
buf	26	172
o211ai	25	25
nor4	17	17
critical path: stages:
cell             delay, ns
clkdlybuf4s50_1       0.58
inv_1                 0.08
ha_1                  0.32
nor3_2                0.11
buf_4                 0.15
nand3_4               0.08
nor4_4                0.22
xnor2_1               0.18
and2_1                0.15
buf_2                 0.09
cells by family after synthesis:
| group | synth area share |
|---|---|
| AOI/OAI and AO/OA | 0.327 |
| latches | 0.0526 |
| muxes | 0.175 |
| and+or+nand+nor | 0.213 |
| xor gates and xnor gates | 0.00862 |
| adders and majority gates | 0.143 |
| buffers and inverters | 0.0824 |
power groups by stage:
| stage | Combinational (mW) | Clock [mW] | Sequential, mW |
|---|---|---|---|
| after CTS | 1.69 | 0 | 0.0305 |
| after global routing | 1.88 | 0 | 0.0311 |
| final | 1.76 | 0 | 0.0304 |
cell type report:
cell class | instances | area share
repair buffers | 263 | 0.189
inverters | 97 | 0.0320
multi-input cells | 1060 | 0.708
well taps | 280 | 0.0299
flip-flops and latches | 32 | 0.0410
layer usage:
| layer | part of all wire | GRT usage | vias up |
|---|---|---|---|
| li1 | - | - | 5237 |
| met1 | 0.44 | 0.622 | 5518 |
| met2 | 0.41 | 0.573 | 721 |
| met3 | 0.12 | 0.102 | 105 |
| met4 | 0.033 | 0.101 | 2 |
| met5 | 0.00027 | 0 | - |
repair_timing:
action	in CTS	in global routing
pin swaps	17	7
setup buffers	4	0
hold endpoints to repair	0	0
gates resized	93	29
endpoints found under the setup margin	1	1
gates cloned	0	0
Power and IR drop assume default switching activity.
