`./config.mk`:
```
export PLATFORM = sky130hd
export DESIGN_NAME = pc
export DESIGN_NICKNAME = pc
export VERILOG_FILES = /design/flow/design.v
export SDC_FILE = /design/flow/constraint.sdc
export NUM_CORES = 4
export LEC_CHECK = 1
export CORE_UTILIZATION = 30
```
`./constraint.sdc`:
```
current_design pc

set clk_period 13.1
set clk_io_pct 0.2

create_clock -name clk0 -period $clk_period [get_ports {clk}]

set non_clock_inputs [all_inputs -no_clocks]
set_input_delay [expr $clk_period * $clk_io_pct] -clock clk0 $non_clock_inputs
set_output_delay [expr $clk_period * $clk_io_pct] -clock clk0 [all_outputs]
```
`./design.v`:
```
`timescale 1ns/100ps
module pc(clk, rst, br_signext_sl2, Inst_25_0,gpr_rd_data1, jump, branch, jump_reg, pc,pc_plus_8);
input clk, rst;
input [31:0] br_signext_sl2;
input [25:0] Inst_25_0;
input [31:0] gpr_rd_data1;
input jump;
input branch;
input jump_reg;
output [31:0] pc;
output [31:0] pc_plus_8;
parameter TD = 1;
reg  [31:0] pc_val;
wire [31:0] br_loc, pc_plus_4;
assign pc_plus_4 = pc_val + 32'd4;              
assign pc_plus_8 = pc_val + 32'd8;              
assign br_loc    = pc_plus_4 + br_signext_sl2;  
always @ (posedge clk or posedge rst)              
begin
  if (rst==1'b1) begin
    pc_val <= #TD 31'd0;
  end 
  else if (jump==1'b1) begin
    pc_val <= #TD {pc_plus_4[31:28],Inst_25_0,2'b00};
  end 
  else if (branch==1'b1) begin
    pc_val <= #TD br_loc;
  end
  else if(jump_reg==1'b1) begin
    pc_val <= #TD gpr_rd_data1;
  end 
  else begin
    pc_val <= #TD pc_plus_4;
  end
end
assign pc = pc_val;
endmodule
```
`./run.sh`:
```
#!/bin/bash
# OpenROAD 26Q1-2900-gdf79404cd8, Yosys 0.63+post, stock flow scripts
make -C /OpenROAD-flow-scripts/flow DESIGN_CONFIG=/design/flow/config.mk WORK_HOME=/design/flow/orfs finish
```
==> flow_summary.ini <==
; generated from flow reports
[timing]
min_period_over_period_pct = 44.4
drv_slew = 0
setup_tns_ps = 0
hold_viol = 0
setup_violations = 0
fmaxAchievable_mhz = 172
rsz0062_at_grt = no
worstMarginPinSlew_ps = 612
finalCriticalPeriod_ps = 5810
slew_headroom_pct = 58.8
finClkSkew_ps = 5.40

[drt]
drt.antenna.violating_nets = 0
drt_iter0_drc = 339
route.antenna.diode_count = 0
vias = 4587
drc = 0
drtPass1Iterations = 7
avgViaCountPerCell = 5.09
drt_wl_total_mm = 15.5
avgRoutedWirePerCell_um = 17.1

[cells_and_area]
post-route-cell-area_mm2 = 0.00628
reg_top3 = pc_val x32
largest_reg_flops = 32
top_register = pc_val
final_cells = 902
drive_gt1_share_pct = 4.32
synthToLayoutAreaGrowth_pct = 41.6

[run_status]
status = finished, final reports clean

[synthesis]
seq_area_frac_synth_pct = 18.1
yosys_warnings = 1
edf_count = 0
synth.top_cell.area_share_pct = 18.1
yosysTopAreaCell = dfrtp_1
netlist_instances = 580
ys.flops = 32
ys_chip_area_mm2 = 0.00444
common_cells = a21oi_1 (57), nand2_1 (57), nor2_1 (53), xnor2_1 (49), ha_1 (40)
syn-cell-area_mm2 = 0.00444
async_flop_share_pct = 100
top_cells_by_area = dfrtp_1 (18%), ha_1 (11%), xnor2_1 (9.7%)
yosys_cells = 580
flop_cell = dfrtp_1
synth_cell_types = 62
syn_area_per_cell_um2 = 7.65

[floorplan]
fp_util_pct = 30.6
ioPinCount = 159
die_h_um = 124
num_rows = 44
core_mm2 = 0.0145
die_w_um = 124
dieArea_mm2 = 0.0153

[clocking]
hold_buffers = 0
clock-sinks = 32
post_cts_resized = 0
cts_setup_buffers = 0
numCtsBuffers = 5
clock_latency_ps = 280
clk_pin_slew_ps = 50
htreeDepth = 2
cts-root-buf = clkbuf_16
tritoncts = built
clock_path_buffers = 2

[critical_path]
crit_fanout = 8
worstPathArrival_ps = 3190
r2r_setup_slack_ps = 8380
cp.depth = 7
critPathKind = flop to output port
r2r_cells = 15
worstReg2RegStart = pc_val[4]
crit_start = pc_val[4]
r2r_end = pc_val[29]
crit_required_ps = 10480
start_kind = flop
cp-endpoint = pc_plus_8[31]
cp_slowest_cell = or3b_2
crit_family = simple AND/OR/NAND/NOR gates
cp_num_buf_inv = 1
path_cells = ha_1, and3_1, nand4_1, nor3_1, or3b_2, xnor2_1, clkdlybuf4s50_1
worst_setup_path_end_kind = output port
critical-path-max-stage-delay_ps = 500

[global_route]
grt_use_total_pct = 20.6
antenna_found_initial = 0
grt_pass1_vias = 4214
globalRouteOverflowTotal = 0
grt_pass1_wl_mm = 23.2
grt_start_max_net_pins = 53

[power_and_ir_drop]
powerDensity_mw_per_mm2 = 114
p_leak_nw = 2.64
worst_ir_drop_vdd_mv = 0.0436

[place]
dpl_cell_area_mm2 = 0.00613
dp_hpwl_mm = 12.8
port_buffers = 158
dp.cells = 895
globalplace.congestion = 0.949

[job]
drv_cap = 0
openroad.warnings = 32

[worst_hold_path]
holdCritPathClass = flop to flop
## area by class of cell
| cell class | count | area [um^2] |
|---|---|---|
| fill | 1400 | 8200 |
| multi-input combinational | 489 | 3390 |
| timing repair buffer | 162 | 1600 |
| sequential | 32 | 801 |
| tap | 184 | 230 |
| clock buffer | 7 | 153 |
| inverter | 28 | 105 |
## worst min-delay path, cell delays in order (launching register included)
cell     delay (ps)
dfrtp_1         380
ha_1            150
a21oi_1          50
nor2_1           90
## power breakdown
group | internal (W) | total, W | switching [W]
Sequential | 0.000118 | 0.000159 | 0.0000410
Clock | 0.0000796 | 0.000121 | 0.0000409
Combinational | 0.000232 | 0.000436 | 0.000204
Total | 0.000430 | 0.000716 | 0.000286
## cell usage in the layout (no fill, tap or decap), types with 5 or more instances in the layout
| cell | Yosys | routed |
|---|---|---|
| and2_1 | 6 | 6 |
| clkbuf_16 | 0 | 5 |
| mux2i_1 | 27 | 27 |
| nand3_1 | 17 | 17 |
| a211oi_1 | 17 | 17 |
| inv_1 | 28 | 28 |
| xor2_1 | 32 | 32 |
| nand2b_1 | 5 | 5 |
| clkdlybuf4s50_1 | 0 | 155 |
| dfrtp_1 | 32 | 32 |
| nand2_1 | 57 | 57 |
| a21oi_1 | 57 | 57 |
| o21ai_0 | 20 | 20 |
| and3_1 | 6 | 6 |
| ha_1 | 40 | 40 |
| nand4_1 | 14 | 14 |
| nor2_1 | 53 | 53 |
| nor3_1 | 11 | 11 |
| xnor2_1 | 49 | 49 |
| a21o_1 | 11 | 11 |
## how the worst min path moves through the flow
stage,start,end,cells after the start
4_1_cts,pc_val[0],pc_val[0],3
5_1_grt,pc_val[0],pc_val[0],3
6_report,pc_val[0],pc_val[0],3
## layer usage
metal	global-route usage [%]	wire, um	up-vias
li1	-	-	2327
met1	33.8	7720	2102
met2	30.0	6690	147
met3	2.20	885	11
met4	1.96	170	0
met5	0	0	-
## cells by family (layout without fill, tap and decap cells)
| logic type | after synthesis | after routing | share of synthesized area [%] |
|---|---|---|---|
| AND/OR/NAND/NOR | 193 | 193 | 20.7 |
| AND-OR/OR-AND | 145 | 145 | 21.5 |
| XOR/XNOR | 81 | 81 | 16.0 |
| buffers and inverters | 59 | 197 | 5.44 |
| adder cells (fa/ha/maj) | 41 | 41 | 11.7 |
| flip-flops | 32 | 32 | 18.1 |
| multiplexers | 29 | 29 | 6.60 |
## per-stage QoR
| step | total power [W] | util (%) | worst slack, ps | hold slack, ps |
|---|---|---|---|---|
| 2_1_floorplan | 0.000407 | - | 8290 | 625 |
| 3_3_place_gp | 0.000597 | 42.3 | 7610 | 693 |
| 3_5_place_dp | 0.000592 | 42.3 | 7580 | 699 |
| 4_1_cts | 0.000716 | 43.4 | 7270 | 725 |
| 5_1_grt | 0.000771 | 43.4 | 7160 | 762 |
| 6_report | 0.000716 | 43.4 | 7290 | 728 |
Power and IR drop assume default switching activity.
