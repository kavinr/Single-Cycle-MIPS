===== ./config.mk =====
export PLATFORM = sky130hd
export DESIGN_NAME = gpr
export DESIGN_NICKNAME = gpr
export VERILOG_FILES = /design/flow/design.v
export SDC_FILE = /design/flow/constraint.sdc
export NUM_CORES = 4
export LEC_CHECK = 1
export CORE_UTILIZATION = 40

===== ./constraint.sdc =====
current_design gpr

set clk_period 5.7
set clk_io_pct 0.2

create_clock -name clk0 -period $clk_period [get_ports {clk}]

set non_clock_inputs [all_inputs -no_clocks]
set_input_delay [expr $clk_period * $clk_io_pct] -clock clk0 $non_clock_inputs
set_output_delay [expr $clk_period * $clk_io_pct] -clock clk0 [all_outputs]

===== ./design.v =====
`timescale 1ns/100ps
module gpr(clk,RegWrite,rd_addr1,rd_addr2,wr_addr,wr_data,rd_data1,rd_data2);
input clk;
input RegWrite;
input  [4:0] rd_addr1;
input  [4:0] rd_addr2;
input  [4:0] wr_addr;
input  [31:0] wr_data;
output [31:0] rd_data1;
output [31:0] rd_data2;
parameter TD = 1;
reg  [31:0] gpr [1:31]; 
always@(posedge clk) begin
  if((RegWrite==1'b1) && (wr_addr!=5'd0)) begin
    gpr[wr_addr] <= #TD wr_data;
  end
end
assign rd_data1 = (rd_addr1==5'd0) ? 32'd0 : gpr[rd_addr1];   
assign rd_data2 = (rd_addr2==5'd0) ? 32'd0 : gpr[rd_addr2];
endmodule

===== ./run.sh =====
#!/bin/bash
# OpenROAD 26Q1-2900-gdf79404cd8, Yosys 0.63+post, stock flow scripts
make -C /OpenROAD-flow-scripts/flow DESIGN_CONFIG=/design/flow/config.mk WORK_HOME=/design/flow/orfs finish

==> flow_metrics.tcl <==
# collected from the flow reports
set metrics [dict create \
    status "finished clean" \
    cts_hold_buf 0 \
    cp_top_family "buffers and inverters" \
    chipArea_um2 118000 \
    min_period_over_period_pct 92.5 \
    routabilityCongestion 0.907 \
    syn_area_um2 46500 \
    die_width_um 343 \
    area_delta_synth_final_pct 15.4 \
    first_iter_violations 1984 \
    root_buffer "clkbuf_16" \
    grt_max_degree 56 \
    coreArea_um2 115000 \
    post_dp_cell_area_um2 50500 \
    floorplan.core_util_pct 40.5 \
    largest_reg_flops 992 \
    postSynthAreaPerCell_um2 17.9 \
    slowest_stage "buf_4" \
    clk_path_buf_depth 3 \
    rsz0062_at_grt "false" \
    seqCellArea_um2 29800 \
    antenna_found_initial 8 \
    reg_top3 "gpr x992" \
    wl_um 150000 \
    largest_register "gpr" \
    clkSinkCount 992 \
    slew-limit-headroom_pct 31.3 \
    timing.fmax_mhz 190 \
    die_h_um 343 \
    setup_violations 0 \
    cp-start-kind "input pin" \
    cpPeakStageDelay_ns 0.62 \
    ys.warnings.count 1 \
    cts_setup_buffers 0 \
    tightest_slew_ns 1.03 \
    vias 27400 \
    synth.most_common_cell "edfxtp_1" \
    cts_tree "done" \
    hold_viol 0 \
    fill_cells 9290 \
    drc 0 \
    cp_data_arrival_time_ns 4.13 \
    cts_resized 0 \
    leakagePower_nw 17.7 \
    ys_types 38 \
    ff_type "edfxtp_1" \
    vdd_ir_drop_max_mv 0.280 \
    yosysSeqAreaShare_pct 64.1 \
    avgRoutedWirePerCell_um 34.1 \
    drive_above_1_share_pct 26.1 \
    crit_fanout 40 \
    hp-class "input pin to register" \
    fin_hold_ws_ns 1.28 \
    ys_cells 2601 \
    edf_count 992 \
    ys.flops 992 \
    cp-end-kind "primary output" \
    topCellsByArea "edfxtp_1 64%, mux4_2 16%, mux2i_1 6.8%" \
    async_flop_share_pct 0 \
    crit_type "input pin to primary output" \
    synth_top_cell_by_area "edfxtp_1" \
    drtPass1Iterations 5 \
    num_rows 124 \
    drtAntennaViolNets 0 \
    powerDensity_nw_per_um2 301 \
    slew_viol_final 0 \
    cap_violations 0 \
    p_total_mw 16.2 \
    hp-start "wr_data[19]" \
    vias_per_cell 6.23 \
    logic_area_um2 15900 \
    hold_depth 2 \
    portBuffers 112 \
    synthCells 2601 \
    fin_area_um2 53700 \
    ys_area_um2 46500 \
    grt_pass1_wl_um 213000 \
    grt_pass1_vias 30400 \
    ys_top_cells_by_count "992 x edfxtp_1, 339 x mux4_2, 316 x mux2i_1, 115 x nor2_1, 92 x a22oi_1" \
    dp_hpwl_um 91800 \
    grt_overflow 0 \
    numCtsBuffers 98 \
    warnings 25 \
    worstPathBufferInverterCount 4 \
    io_pins 113 \
    setup_tns_ns 0 \
    path_common_cell "buf_4" \
    worstPathCellList "buf_6 > buf_4 > mux4_2 > a22oi_1 > and3_1 > a31oi_1 > buf_4 > clkdlybuf4s50_1" \
    htreeDepth 3 \
    holdPathEnd "gpr[23][19]$_DFFE_PP_" \
    timing.final.crit_period_ns 5.27 \
    clk_pin_slew_ns 0.06 \
    synthDominantCellAreaShare_pct 64.1 \
    critPathRequiredTime_ns 4.56 \
    gr-usage-all-layers_pct 28.1 \
]
-- per-stage QoR --
step / utilization, % / setup WS (ns) / cells
floorplan: - / 1.87 / 2601
global placement: 44.0 / 0.488 / 4207
detailed placement: 44.0 / 0.453 / 4207
CTS: 46.7 / 0.449 / 4386
global route: 46.7 / 0.387 / 4386
finish: 46.7 / 0.427 / 4388
-- how the worst max path moves through the flow --
stage	startpoint	to	slack, ns	cells past startpoint
after CTS	rd_addr2[2]	rd_data2[15]	0.45	8
after global routing	rd_addr2[2]	rd_data2[15]	0.39	8
final	rd_addr2[2]	rd_data2[15]	0.43	8
-- where the power goes --
group / switching [mW] / internal, mW / leakage, nW
Clock: 2.74 / 3.67 / 1.54
Sequential: 0.0351 / 8.12 / 8.94
Combinational: 0.920 / 0.678 / 7.23
-- metal layers --
metal / routed length (um) / GRT usage, % / vias up
met1: 45000 / 30.4 / 13600
met4: 5710 / 8.32 / 24
met3: 28800 / 24.1 / 320
met2: 69400 / 40.9 / 2138
li1: - / - / 11300
met5: 626 / 2.32 / -
-- final cells by class --
type / count / share of cell area, %
Timing Repair Buffer: 298 / 5.43
Clock buffer: 122 / 4.82
Antenna cell: 2 / 0.00933
Tap cell: 1512 / 3.53
Multi-Input combinational cell: 1404 / 29.6
Clock inverter: 57 / 1.06
Sequential cell: 992 / 55.5
Inverter: 1 / 0.00700
-- placed cells by master, fill, tap and decap left out, types with 4 or more instances in the layout --
master           count
a211o_1             31
clkinv_2            19
nand3b_1             6
edfxtp_1           992
a211oi_1            18
o21ai_1             18
a31oi_1             14
buf_4              157
mux4_2             339
clkdlybuf4s50_1    104
a22oi_1             92
buf_12              31
a22o_1              45
nand3_1             52
clkinvlp_4           4
bufinv_16           10
mux4_1               9
a311o_1             31
and2_1              33
nor2b_1             33
nor2_4              32
mux2i_1            316
and3_1              14
a21oi_1             68
nand4_1             18
nor2_1              83
clkbuf_1            22
nand2_1             89
o21ai_0             14
mux2_2              34
clkbuf_16          100
clkinv_1            18
-- cell families (layout without fill, tap and decap cells) --
family / after synthesis / after routing / synth area share, %
AND-OR/OR-AND: 332 / 332 / 5.17
AND/OR/NAND/NOR: 374 / 374 / 3.85
other: 0 / 2 / 0
multiplexers: 698 / 698 / 24.6
buffers and inverters: 205 / 478 / 2.36
flip-flops: 992 / 992 / 64.1
No activity file was given, so power comes from the tool's default toggle rates.
